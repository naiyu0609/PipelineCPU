[flow/config.mk]
export PLATFORM = sky130hd
export DESIGN_NAME = RF
export DESIGN_NICKNAME = RF
export VERILOG_FILES = /design/flow/design.v
export SDC_FILE = /design/flow/constraint.sdc
export NUM_CORES = 4
export LEC_CHECK = 1
export CORE_UTILIZATION = 40
[flow/run.sh]
#!/bin/bash
# OpenROAD 26Q1-2900-gdf79404cd8, Yosys 0.63+post, stock flow scripts
make -C /OpenROAD-flow-scripts/flow DESIGN_CONFIG=/design/flow/config.mk WORK_HOME=/design/flow/orfs finish
[flow/constraint.sdc]
current_design RF

set clk_period 15.5
set clk_io_pct 0.2

create_clock -name clk0 -period $clk_period [get_ports {clk}]

set non_clock_inputs [all_inputs -no_clocks]
set_input_delay [expr $clk_period * $clk_io_pct] -clock clk0 $non_clock_inputs
set_output_delay [expr $clk_period * $clk_io_pct] -clock clk0 [all_outputs]
[flow/design.v]
module RF(
 	input clk, 
	input RegWrite, 
 	input [4:0] RS_Address, 
 	input [4:0] RT_Address, 
 	input [4:0] RD_Address, 
 	output reg [31:0] RSdata, 
 	output reg [31:0] RTdata, 
	input [31:0] RDdata 
);
reg [31:0] register[31:0]; 
always@(negedge clk)begin
	RSdata<=register[RS_Address]; 
	RTdata<=register[RT_Address]; 
end
always@(RD_Address)begin
	if(RegWrite) register[RD_Address]=RDdata; 
end
initial begin 
	register [0]= 32'd0;
	register [1]= 32'd11;
	register [2]= 32'd370;
	register [3]= 32'd183;
	register [4]= 32'd91;
	register [5]= 32'd234;
	register [6]= 32'd53;
	register [7]= 32'd124;
	register [8]= 32'd317;
	register [9]= 32'd179;
	register [10]= 32'd101;
	register [11]= 32'd161;
	register [12]= 32'd77;
	register [13]= 32'd320;
	register [14]= 32'd152;
	register [15]= 32'd10;
	register [16]= 32'd100;
	register [17]= 32'd100;
	register [18]= 32'd245;
	register [19]= 32'd19;
	register [20]= 32'd2;
	register [21]= 32'd13;
	register [22]= 32'd262;
	register [23]= 32'd185;
	register [24]= 32'd180;
	register [25]= 32'd180;
	register [26]= 32'd198;
	register [27]= 32'd178;
	register [28]= 32'd235;
	register [29]= 32'd22;
	register [30]= 32'd1000;
	register [31]= 32'd75;
end
endmodule
==> results_dict.tcl <==
# place-and-route summary
set metrics [dict create \
    yosysWarnings 2 \
    async_reset_ff_frac 0 \
    ioPinCount 113 \
    synth.area.top_cells "sky130_fd_sc_hd__dlxtn_1, sky130_fd_sc_hd__nand3_1, sky130_fd_sc_hd__a22oi_1" \
    critical_path.max_fanout 35 \
    max_slew.worst_pin.slew_ns 1.32 \
    route.vias.total 39400 \
    mappedNetlistArea_um2 32800 \
    die_x_um 288 \
    slew_headroom 0.123 \
    crit_required_ns 8.14 \
    floorplan.die_area_um2 83100 \
    hold_class "in2reg" \
    setup.worst_path.start_class "input port" \
    cts-buffers-inserted 9 \
    final-hold-violation-count 0 \
    final_layout_size_suffix_gt1_frac 0.101 \
    post-cts-setup-buffer-count 0 \
    criticalPathCategory "in2reg" \
    timing_max_transition_violations_final 0 \
    tritoncts "done" \
    p_total_mw 1.40 \
    worstSetupEndpointType "flip-flop" \
    ctsHoldBuffers 0 \
    count_of_unclocked_register_or_latch_pins 1024 \
    fin_hold_ws_ns 11.26 \
    place.detailed.hpwl_um 146000 \
    finalWirelength_um 236000 \
    netlist_instances 3788 \
    final-setup-viol-count 0 \
    detail_route.vias_per_cell 7.89 \
    globalRouteOverflowTotal 0 \
    syn2layout_area_growth_pct 11.8 \
    timing.max_cap.violations 0 \
    critPathArrivalTime_ns 7.45 \
    warning_count 93 \
    place.gp.congestion 1.14 \
    drt_first_iter_violations 6420 \
    fin_setup_tns_ns 0 \
    route.detailed.wl_per_inst_um 47.3 \
    dominantRegCellSynth "sky130_fd_sc_hd__dlxtn_1" \
    unrepaired_setup_endpoints_after_global_routing "false" \
    path_clk_slew_ns 0.04 \
    powerDensity_nw_per_um2 38.3 \
    dieHeight_um 288 \
    peakVddDrop_uv 67.1 \
    clock_tree.root_cell "sky130_fd_sc_hd__clkbuf_16" \
    number_of_antenna_violations_at_the_first_check_in_global_routing 41 \
    outcome "finished, final reports clean" \
    grt_first_pass_wirelength_um 315000 \
    h_tree_lvls 3 \
    first_global_vias 37300 \
    unconstrained_endpoints 1024 \
    final_antenna_net_count 0 \
    placementRows 104 \
    cts_buffer_depth 2 \
    post_synth.cell_area_avg_um2 8.66 \
    yosysTopAreaCellShare 0.470 \
    gr-usage-all-layers 0.582 \
    synth_stat.cells 3788 \
    cts_resized 0 \
    p_leak_nw 16.1 \
    yosysTopAreaCell "sky130_fd_sc_hd__dlxtn_1" \
    yosysUniqueCellTypes 68 \
    synth_flops 1088 \
    yosys-stat-area_um2 32800 \
    port_buffers 112 \
    first_pass_iters 25 \
    post_route_drc_violation_count 0 \
    enable_flop_cells 0 \
    grt_max_degree 107 \
    initial_utilization 0.406 \
    floorplan.core_area_um2 80800 \
]
-- registers in the layout (all words and copies together), names as in the netlist --
register	cells
RTdata	32
register	1024
RSdata	32
-- per-layer routing --
layer / track usage / part of all wire / vias up
met1: 0.673 / 0.33 / 18400
met4: 0.443 / 0.10 / 44
met2: 0.727 / 0.37 / 4671
li1: - / - / 14600
met5: 0.0324 / 0.0029 / -
met3: 0.422 / 0.20 / 1692
-- final timing paths --
check	start	to	depth (start not counted)
worst max-delay path	RT_Address[0]	RTdata[6]$_DFF_N_	9
worst min-delay path	RS_Address[1]	RSdata[23]$_DFF_N_	5
-- worst max-delay path: stages --
cell	delay, ns
sky130_fd_sc_hd__buf_2	0.09
sky130_fd_sc_hd__buf_4	0.50
sky130_fd_sc_hd__buf_4	0.72
sky130_fd_sc_hd__nand2b_1	0.78
sky130_fd_sc_hd__nor3_2	1.09
sky130_fd_sc_hd__buf_4	0.47
sky130_fd_sc_hd__a22oi_1	0.16
sky130_fd_sc_hd__and4_1	0.21
sky130_fd_sc_hd__a31oi_1	0.15
-- cell type report --
type / instances / area [um2]
multi-input combinational: 2341 / 15000
sequential: 1088 / 16700
inverter: 4 / 15.0
clock inverter: 69 / 287
clock buffer: 9 / 225
fill: 7942 / 44200
antenna: 49 / 123
timing repair buffer: 367 / 3070
tap: 1060 / 1330
-- layout by cell type, fill, tap and decap left out, drive strengths merged, types with 6 or more instances in the layout --
| cell | n |
|---|---|
| nor3b | 14 |
| a21oi | 16 |
| nand4 | 285 |
| nand3 | 908 |
| and3b | 7 |
| a221oi | 13 |
| o21ai | 27 |
| and2 | 44 |
| a32oi | 9 |
| nor2 | 56 |
| mux2i | 43 |
| a22oi | 313 |
| a221o | 7 |
| or4 | 48 |
| o32a | 55 |
| nor2b | 12 |
| clkdlybuf4s50 | 103 |
| buf | 264 |
| a222oi | 10 |
| diode | 49 |
| clkbuf | 9 |
| a211o | 6 |
| inv | 71 |
| nor3 | 31 |
| a31oi | 13 |
| and4 | 8 |
| mux2 | 20 |
| a2111oi | 45 |
| o211ai | 8 |
| nand2b | 17 |
| or2 | 6 |
| nor4 | 15 |
| o32ai | 6 |
| a22o | 30 |
| nand3b | 13 |
| nand2 | 68 |
| and3 | 137 |
| or3 | 7 |
| dlxtn | 1024 |
| dfxtp | 64 |
-- Yosys cell counts (30+ instances only) --
master and number:
sky130_fd_sc_hd__mux2i_1 43, sky130_fd_sc_hd__a22oi_1 313, sky130_fd_sc_hd__nor2_1 56, sky130_fd_sc_hd__dlxtn_1 1024, sky130_fd_sc_hd__and3_1 137, sky130_fd_sc_hd__dfxtp_1 64
sky130_fd_sc_hd__o32a_1 55, sky130_fd_sc_hd__a2111oi_0 44, sky130_fd_sc_hd__nand4_1 285, sky130_fd_sc_hd__a22o_1 30, sky130_fd_sc_hd__or4_1 48, sky130_fd_sc_hd__nand3_1 908
sky130_fd_sc_hd__and2_1 32, sky130_fd_sc_hd__clkbuf_1 220, sky130_fd_sc_hd__nand2_1 68, sky130_fd_sc_hd__buf_2 95
-- through the flow --
stage	util	area, um2	std cells	worst slack, ns
floorplan	-	32800	3788	2.78
global placement	0.446	36000	4861	0.904
detailed placement	0.446	36000	4861	0.858
CTS	0.452	36500	4938	1.34
global route	0.452	36600	4945	1.06
finish	0.454	36700	4987	0.687
-- power breakdown --
| part | switching [mW] | leakage [nW] | internal, mW |
|---|---|---|---|
| clock | 0.188 | 0.482 | 0.143 |
| combinational | 0.393 | 6.73 | 0.188 |
| sequential | 0.111 | 8.88 | 0.381 |
| total | 0.692 | 16.1 | 0.713 |
-- logic make-up (layout without fill, tap and decap cells) --
| group | after synthesis | in the layout | share of synthesized area |
|---|---|---|---|
| flip-flops | 64 | 64 | 0.0391 |
| other | 0 | 49 | 0 |
| multiplexers | 63 | 63 | 0.0200 |
| buffers and inverters | 359 | 449 | 0.0464 |
| latches | 1024 | 1024 | 0.470 |
| AND/OR/NAND/NOR | 1687 | 1687 | 0.283 |
| AND-OR/OR-AND | 591 | 591 | 0.142 |
Power figures rest on the tool's default switching activity, not on a simulated workload.
