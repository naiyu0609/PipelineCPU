[./config.mk]
export PLATFORM = sky130hd
export DESIGN_NAME = EX_MEM
export DESIGN_NICKNAME = EX_MEM
export VERILOG_FILES = /design/flow/design.v
export SDC_FILE = /design/flow/constraint.sdc
export NUM_CORES = 4
export LEC_CHECK = 1
export CORE_UTILIZATION = 30
[./constraint.sdc]
current_design EX_MEM

set clk_period 1.0
set clk_io_pct 0.2

create_clock -name clk0 -period $clk_period [get_ports {clk}]

set non_clock_inputs [all_inputs -no_clocks]
set_input_delay [expr $clk_period * $clk_io_pct] -clock clk0 $non_clock_inputs
set_output_delay [expr $clk_period * $clk_io_pct] -clock clk0 [all_outputs]
[./design.v]
module EX_MEM(
 	input [31:0] ALU_result_in, 
	input [31:0] RT_data_in, 
	input [4:0] Write_Address_in, 
	input RegWrite_in, 
	input MemtoReg_in, 
	input MemRead_in, 
 	input MemWrite_in, 
 	input clk, 
 	output reg  [31:0] ALU_result_out, 
	output reg  [31:0] RT_data_out, 
	output reg  [4:0] Write_Address_out, 
	output reg RegWrite_out, 
	output reg MemtoReg_out, 
	output reg MemRead_out, 
 	output reg MemWrite_out 
);
	reg  [31:0] ALU_result; 
	reg  [31:0] RT_data; 
	reg  [4:0] Write_Address; 
	reg RegWrite; 
	reg MemtoReg; 
	reg MemRead; 
 	reg MemWrite; 
always@(posedge clk)begin 
	ALU_result_out<=ALU_result;
	RT_data_out<=RT_data;
	Write_Address_out<=Write_Address;
	RegWrite_out<=RegWrite;
	MemtoReg_out<=MemtoReg;
	MemRead_out<=MemRead;
 	MemWrite_out<=MemWrite;
end
always@(ALU_result_in or RT_data_in or Write_Address_in or RegWrite_in or MemtoReg_in or MemRead_in or MemWrite_in)begin 
	ALU_result<=ALU_result_in;
	RT_data<=RT_data_in;
	Write_Address<=Write_Address_in;
	RegWrite<=RegWrite_in;
	MemtoReg<=MemtoReg_in;
	MemRead<=MemRead_in;
 	MemWrite<=MemWrite_in;
end
initial begin
	ALU_result=32'd0;
	RT_data=32'd0;
	Write_Address=5'd0;
	RegWrite=0;
	MemtoReg=0;
	MemRead=0;
 	MemWrite=0;
	ALU_result_out=32'd0;
	RT_data_out=32'd0;
	Write_Address_out=5'd0;
	RegWrite_out=0;
	MemtoReg_out=0;
	MemRead_out=0;
 	MemWrite_out=0;
end
endmodule
[./run.sh]
#!/bin/bash
# OpenROAD 26Q1-2900-gdf79404cd8, Yosys 0.63+post, stock flow scripts
make -C /OpenROAD-flow-scripts/flow DESIGN_CONFIG=/design/flow/config.mk WORK_HOME=/design/flow/orfs finish
==> qor.txt <==
outcome: finished clean
post-cts sizing count: 220
layout cells sized above 1: 39.6%
Rows: 25
final antenna-violating net count: 0
number of instances in the synthesized netlist: 73
Post-CTS Setup Bufs: 0
warning total across the stage logs: 26
hold buffer count at CTS: 0
floorplan core density: 31.1%
number of standard cells reported by yosys: 73
fraction of power spent switching nets: 18.5%
final setup violating endpoints: 0
share of the yosys chip area belonging to registers: 100%
routed vias/inst: 3.88
fin crit period: 0.934 ns
unrepaired setup endpoints after global routing: no
antenna diode count: 0
max-capacitance violation count: 0
Synth-to-Final Area Change: 92.0%
aggregate global routing overflow: 0
peak ir drop on the vdd network: 1.00 mV
total area of multi-input combinational cells: 0 um^2
comb_multi_in: 0
Hold WC Path Type: in2reg
average cell area after synthesis: 20.0 um^2
die span in y: 71.8 um
final total negative setup slack: 0 ns
family with the most delay on the worst path: flip-flops
power share of the combinational group: 7.2%
htree depth: 3
most frequent cells in the layout: sky130_fd_sc_hd__clkdlybuf4s50_1 (73), sky130_fd_sc_hd__buf_2 (69), sky130_fd_sc_hd__dfxtp_1 (67), sky130_fd_sc_hd__clkbuf_8 (11), sky130_fd_sc_hd__dfxtp_2 (6)
global placer's final weighted congestion: 0.764
maximum number of pins on one net before global-route repair: 12
Crit path buffers/inverters: 1
Pre-antenna DRT Iters: 4
cell area after synthesis: 0.00146 mm^2
highest-count logic cell in the final layout: sky130_fd_sc_hd__clkdlybuf4s50_1
actual slew at the worst max-slew pin: 0.0982 ns
count of warnings emitted by yosys: 1
crit path from: RT_data_out[30]$_DFF_P_
number of DRC markers in iteration 0: 20
clock root buffer: sky130_fd_sc_hd__clkbuf_8
Critical Path AT: 0.73 ns
clock tree from TritonCTS: built
Worst Path Required: 0.80 ns
core region area: 0.00469 mm^2
synthesis-stage register bit count: 73
maximum clock frequency: 1070 MHz
die outline width: 71.8 um
vias after detailed routing: 1121
leakage power: 1.28 nW
net switching power: 1.01 mW
number of global-route vias before repair: 1143
die area: 0.00515 mm^2
crit path kind: reg2out
antenna violations before repair: 0
CP Max Fanout: 1
HPWL Detailed: 2730 um
slowest cell on the critical path: sky130_fd_sc_hd__dfxtp_1
max incr delay on CP: 0.31 ns
Pins Over Slew Limit: 0
clock buffer count from CTS: 9
share of power burned in the clock network: 35.8%
sequential group share of total power: 57.0%
area figure in the yosys stat output: 0.00146 mm^2
internal power component: 4.43 mW
period utilization: 93.4%
count of endpoints failing hold in the final timing report: 0
quantity of I/O buffers inserted on ports: 146
Power Total: 5.43 mW
relative max-transition margin: 93.5%
number of remaining DRC errors: 0
first-pass GRT wire length: 5350 um
startpoint kind of the worst setup timing path: flop
Overall Global Routing Usage: 13.9%
worst min-delay path startpoint: RT_data_in[28]
CTS max path bufs: 2
drt wl/cell: 12.1 um
CTS clock-pin slew for the worst setup and hold paths: 0.07 ns
TritonCTS sink count: 73
final WL: 3490 um
crit path cell chain: buf_2
number of distinct library cells after synthesis: 1
number of primary I/O pins: 147
CP endpoint kind: primary output
Power Dens Cells: 1940 mW/mm^2
==> logic make-up (layout without fill, tap and decap cells) <==
group,count (synthesis),in the layout,synth area share [%]
flops,73,73,100
buf+inv,0,162,0
==> Yosys cell counts <==
master,count,area (um^2)
sky130_fd_sc_hd__dfxtp_1,73,1460
==> registers in the layout (all words and copies together) (netlist names) <==
register / flops
MemWrite_out: 1
MemtoReg_out: 1
RegWrite_out: 1
MemRead_out: 1
Write_Address_out: 5
RT_data_out: 32
ALU_result_out: 32
==> power groups by stage <==
stage | logic, mW | clock network (mW) | registers (mW)
4_1_cts | 0.402 | 2.01 | 3.10
5_1_grt | 0.426 | 2.19 | 3.11
6_report | 0.390 | 1.95 | 3.10
==> layer usage <==
layer | up-vias | share of wire [%] | wire [um] | GRT usage (%)
li1 | 538 | - | - | -
met1 | 484 | 38 | 1330 | 18.4
met2 | 91 | 44 | 1540 | 21.3
met3 | 8 | 16 | 555 | 6.85
met4 | 0 | 1.9 | 66 | 3.49
met5 | - | 0 | 0 | 0
==> through the flow <==
step	util [%]	setup slack, ns	cell area [um^2]	hold slack (ns)	cells
4_1_cts	60.2	0.000555	2830	0.292	289
3_3_place_gp	63.7	0.0286	2990	0.649	273
5_1_grt	59.8	0.0118	2810	0.291	289
6_report	59.8	0.0658	2810	0.312	289
3_5_place_dp	63.7	0.0337	2990	0.652	273
2_1_floorplan	-	0.538	1460	0.228	73
==> final timing paths <==
check / end / cells past startpoint
worst min-delay path: RT_data_out[28]$_DFF_P_ / 1
worst max-delay path: RT_data_out[30] / 1
==> area by class of cell <==
| class | instances | area [um^2] |
|---|---|---|
| clock buffers | 13 | 159 |
| flip-flops and latches | 73 | 1470 |
| fillers | 398 | 1890 |
| repair buffers | 146 | 1100 |
| clock inverters | 3 | 15.0 |
| well taps | 54 | 67.6 |
Power and IR drop assume default switching activity.
