==> flow/design.v <==
module ID_EX(
 	input [31:0] RS_data_in, 
	input [31:0] RT_data_in, 
	input [31:0] immediate_in, 
	input [4:0] shamt_in, 
	input [5:0] funct_in, 
	input [4:0] RS_Address_in, 
	input [4:0] RT_Address_in, 
	input [4:0] RD_Address_in, 
	input [8:0]Ctrl, 
 	input clk, 
 	output reg  [31:0] RS_data_out, 
	output reg  [31:0] RT_data_out, 
	output reg  [31:0] immediate_out, 
	output reg  [4:0] shamt_out, 
	output reg  [5:0] funct_out, 
	output reg  [4:0] RS_Address_out, 
	output reg  [4:0] RT_Address_out, 
	output reg  [4:0] RD_Address_out, 
	output reg RegWrite_out, 
	output reg MemtoReg_out, 
	output reg MemRead_out, 
 	output reg MemWrite_out, 
	output reg [2:0] ALUOp_out, 
 	output reg RegDst_out, 
 	output reg ALUSrc_out 
);
	reg MemRead; 
	reg MemWrite; 
	reg [4:0] RT_Address; 
	reg  [31:0] RS_data; 
	reg  [31:0] RT_data; 
	reg  [31:0] immediate; 
	reg  [4:0] shamt; 
	reg  [5:0] funct; 
	reg  [4:0] RS_Address; 
	reg  [4:0] RD_Address; 
	reg RegWrite; 
	reg MemtoReg; 
	reg [2:0] ALUOp; 
 	reg RegDst; 
 	reg ALUSrc; 
always@(posedge clk)begin 
	RS_data_out<=RS_data;
	RT_data_out<=RT_data;
	immediate_out<=immediate;
	shamt_out<=shamt;
	funct_out<=funct;
	RS_Address_out<=RS_Address;
	RT_Address_out<=RT_Address;
	RD_Address_out<=RD_Address;
	RegWrite_out<=RegWrite;
	MemtoReg_out<=MemtoReg;
	MemRead_out<=MemRead;
 	MemWrite_out<=MemWrite;
	ALUOp_out<=ALUOp;
 	RegDst_out<=RegDst;
 	ALUSrc_out<=ALUSrc;	
end
always@(RS_data_in or RT_data_in or immediate_in or shamt_in or funct_in or RS_Address_in or RT_Address_in or RD_Address_in or Ctrl)begin 
	RS_data<=RS_data_in;
	RT_data<=RT_data_in;
	immediate<=immediate_in;
	shamt<=shamt_in;
	funct<=funct_in;
	RS_Address<=RS_Address_in;
	RT_Address<=RT_Address_in;
	RD_Address<=RD_Address_in;
	RegWrite<=Ctrl[8];
	MemtoReg<=Ctrl[7];
	MemRead<=Ctrl[6];
 	MemWrite<=Ctrl[5];
	ALUOp<=Ctrl[4:2];
 	RegDst<=Ctrl[1];
 	ALUSrc<=Ctrl[0];	
end
initial begin
	RS_data=32'd0;
	RT_data=32'd0;
	immediate=32'd0;
	shamt=5'd0;
	funct=6'd0;
	RS_Address=5'd0;
	RT_Address=5'd0;
	RD_Address=5'd0;
	RegWrite=0;
	MemtoReg=0;
	MemRead=0;
 	MemWrite=0;
	ALUOp=3'd0;
 	RegDst=0;
 	ALUSrc=0;	
	RS_data_out=32'd0;
	RT_data_out=32'd0;
	immediate_out=32'd0;
	shamt_out=5'd0;
	funct_out=6'd0;
	RS_Address_out=5'd0;
	RT_Address_out=5'd0;
	RD_Address_out=5'd0;
	RegWrite_out=0;
	MemtoReg_out=0;
	MemRead_out=0;
 	MemWrite_out=0;
	ALUOp_out=3'd0;
 	RegDst_out=0;
 	ALUSrc_out=0;	
end
endmodule
==> flow/run.sh <==
#!/bin/bash
# OpenROAD 26Q1-2900-gdf79404cd8, Yosys 0.63+post, stock flow scripts
make -C /OpenROAD-flow-scripts/flow DESIGN_CONFIG=/design/flow/config.mk WORK_HOME=/design/flow/orfs finish
==> flow/config.mk <==
export PLATFORM = sky130hd
export DESIGN_NAME = ID_EX
export DESIGN_NICKNAME = ID_EX
export VERILOG_FILES = /design/flow/design.v
export SDC_FILE = /design/flow/constraint.sdc
export NUM_CORES = 4
export LEC_CHECK = 1
export CORE_AREA = 10 10 136 136
export DIE_AREA = 0 0 146 146
==> flow/constraint.sdc <==
current_design ID_EX

set clk_period 1.0
set clk_io_pct 0.2

create_clock -name clk0 -period $clk_period [get_ports {clk}]

set non_clock_inputs [all_inputs -no_clocks]
set_input_delay [expr $clk_period * $clk_io_pct] -clock clk0 $non_clock_inputs
set_output_delay [expr $clk_period * $clk_io_pct] -clock clk0 [all_outputs]
==> run notes <==
run results: Tightest Pin Transition=0.179 ns, HPWL after DPL=8140 um, Unique cell types=1, CP bufs+invs=1, drt drc=0, Initial Util=0.167, Power Dens Cells=2280 nW/um^2, Area Growth Syn to Fin=111%, number of global-route vias before repair=2,234, Final min period=1.04 ns, Post-synth mux share=0, cell chain of the critical path=buf_2, share of layout cells above drive strength 1=0.419, register area share after synthesis=1.00, 1st-pass router iterations=4, crit path launch=MemRead_out, final hold slack=0.222 ns, Die Height=146 um, Root Driver=clkbuf_16, ANT nets after route=0, ys cells=131, I/O Buffers=262, worst hold endpoint=RS_data_out[16], RSZ-0062 raised after global routing=true, routability cong.=0.751, diode count=0, gr ovfl total=0, clock slew seen by the registers of the worst setup and hold paths=0.06 ns, CP Class=reg -> out, combinational gate area=0 sq um, max-slew violations=0, htree depth=4, Max Cap Viol=0, Crit-path slowest cell=dfxtp_2, CTS Sinks=131, Die ar.=21,300 sq um, crit path capture type=output port, routed wire length=9660 um, Arr. time, crit path=0.84 ns, Avg Synthesized Cell Area=20.0 sq um, Critical Path RT=0.80 ns, mapped cell area=2620 sq um, ao+oa area frac=0, Final setup viols=117, Non-Filler Cell Area, Final=5520 sq um, vias per inst=3.14, leakage=0.00244 uW, WHS Path Cells=1, I/O pin count=263, cells after synthesis=131, FP Rows=46, Total Routing Usage GR=0.0882, Placeable Area=15,700 sq um, initial antenna violation count=0, Max Root-Sink Buffers=2, post-cts hold buffer count=0, worst setup margin=-0.0419 ns, Hold Violations, Final=0, post-CTS setup buffers=0, area fraction in and, or, nand and nor cells=0, startpoint types=register, Tool Warnings=27, relative slew slack=0.881, #FFs+latches synth=131, die extent in x=146 um, type of the worst min-delay path=in -> reg, fmax=960 MHz, Iteration-0 DRC Markers=27, routed len/inst=15.1 um, HP Start=RS_data_in[16], area post-placement=5520 sq um, DP Worst Slack=-0.0309 ns, fa+ha+maj area frac=0, Syn. warnings=1, first-pass GRT wire length=14,100 um, Vias=2,011, Yosys Chip Area=2620 sq um, mi-comb count=0, maximum vdd drop=1370 uV, CTS tree=yes, CP top delay family=flip-flops, crit-path max FO=1, xor+xnor area frac=0, Final Cycle Share=1.04, CTS Buf Count=17, CP peak stage delay=0.33 ns, failing checks=negative setup slack, outcome=finished, violations left, largest net degree at the start of global routing=17
[report_power, final]
part / internal [uW] / total (uW) / switching [uW]
logic: 621 / 751 / 130
registers: 5500 / 5560 / 55.8
clock network: 3800 / 6310 / 2510
total: 9920 / 12600 / 2690
[flip-flops by register name, summed over array words and instances (netlist names), 3 cells and up]
signal	count
RS_data_out	32
RT_data_out	32
immediate_out	32
funct_out	6
RD_Address_out	5
RS_Address_out	5
RT_Address_out	5
shamt_out	5
ALUOp_out	3
[metal layers]
metal,global-route usage,wire length (um),up-vias
met5,0,0,-
met4,0.0185,221,0
met3,0.0613,1390,15
met2,0.149,4800,144
met1,0.0876,3250,877
li1,-,-,975
[cell usage after synthesis]
master     n  area share
dfxtp_1  131         1.0
[worst max path at each step]
| stage | endpoint | slack (ns) | depth (start not counted) |
|---|---|---|---|
| 4_1_cts | MemRead_out | -0.07 | 1 |
| 5_1_grt | MemRead_out | -0.09 | 1 |
| 6_report | MemRead_out | -0.04 | 1 |
[cell type report]
cell class              count  area, sq um
repair buffers            262         2000
well taps                 216          270
fillers                  1555        10200
clock buffers              17          425
flip-flops and latches    131         2640
clock inverters            15          189
[repair_timing]
item	CTS	global route
setup endpoints to repair	131	131
pin swaps	0	0
gates resized	431	15
gates cloned	0	0
[layout by cell type, fill, tap and decap left out]
cell,Yosys,routed
buf_2,0,126
clkdlybuf4s50_1,0,131
clkinv_8,0,1
clkinv_4,0,1
dfxtp_2,0,15
inv_8,0,4
buf_6,0,5
clkbuf_16,0,17
clkinvlp_4,0,2
bufinv_16,0,2
dfxtp_1,131,116
inv_6,0,5
[stage by stage]
stage          TNS, ns  std cells   util  total power (uW)
6_report         -1.20        641  0.352             12600
5_1_grt          -7.32        641  0.352             13200
4_1_cts          -4.86        641  0.349             12900
3_5_place_dp    -0.113        609  0.351              6710
3_3_place_gp    -0.123        609  0.351              6710
2_1_floorplan        0        131      -              5610
[cell families after synthesis]
kind of cell,after synthesis
flops,131
Power is estimated from default activity; no workload was simulated.
